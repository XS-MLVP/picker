==> flow/design.v <==
module dual_port_stack (
    input clk,
    input rst,
    input in0_valid,
    output in0_ready,
    input [7:0] in0_data,
    input [1:0] in0_cmd,
    output out0_valid,
    input out0_ready,
    output [7:0] out0_data,
    output [1:0] out0_cmd,
    input in1_valid,
    output in1_ready,
    input [7:0] in1_data,
    input [1:0] in1_cmd,
    output out1_valid,
    input out1_ready,
    output [7:0] out1_data,
    output [1:0] out1_cmd
);
    localparam CMD_PUSH = 2'b00;
    localparam CMD_POP = 2'b01;
    localparam CMD_PUSH_OKAY = 2'b10;
    localparam CMD_POP_OKAY = 2'b11;
    reg [7:0] stack_mem[0:255];
    reg [7:0] sp;
    reg busy;
    reg [7:0] out0_data_reg, out1_data_reg;
    reg [1:0] out0_cmd_reg, out1_cmd_reg;
    reg out0_valid_reg, out1_valid_reg;
    assign out0_data = out0_data_reg;
    assign out0_cmd = out0_cmd_reg;
    assign out0_valid = out0_valid_reg;
    assign out1_data = out1_data_reg;
    assign out1_cmd = out1_cmd_reg;
    assign out1_valid = out1_valid_reg;
    always @(posedge clk or posedge rst) begin
        if (rst) begin
            sp <= 0;
            busy <= 0;
        end else begin
            if (!busy && in0_valid && in0_ready) begin
                case (in0_cmd)
                    CMD_PUSH: begin
                        busy <= 1;
                        sp <= sp + 1;
                        out0_valid_reg <= 1;
                        stack_mem[sp] <= in0_data;
                        out0_cmd_reg <= CMD_PUSH_OKAY;
                    end
                    CMD_POP: begin
                        busy <= 1;
                        sp <= sp - 1;
                        out0_valid_reg <= 1;
                        out0_data_reg <= stack_mem[sp - 1];
                        out0_cmd_reg <= CMD_POP_OKAY;
                    end
                    default: begin
                        out0_valid_reg <= 0;
                    end
                endcase
            end
            if (!busy && in1_valid && in1_ready) begin
                case (in1_cmd)
                    CMD_PUSH: begin
                        busy <= 1;
                        sp <= sp + 1;
                        out1_valid_reg <= 1;
                        stack_mem[sp] <= in1_data;
                        out1_cmd_reg <= CMD_PUSH_OKAY;
                    end
                    CMD_POP: begin
                        busy <= 1;
                        sp <= sp - 1;
                        out1_valid_reg <= 1;
                        out1_data_reg <= stack_mem[sp - 1];
                        out1_cmd_reg <= CMD_POP_OKAY;
                    end
                    default: begin
                        out1_valid_reg <= 0;
                    end
                endcase
            end
            if (busy && out0_ready) begin
                out0_valid_reg <= 0;
                busy <= 0;
            end
            if (busy && out1_ready) begin
                out1_valid_reg <= 0;
                busy <= 0;
            end
        end
    end
    assign in0_ready = (in0_cmd == CMD_PUSH && sp < 255|| in0_cmd == CMD_POP && sp > 0) && !busy;
    assign in1_ready = (in1_cmd == CMD_PUSH && sp < 255|| in1_cmd == CMD_POP && sp > 0) && !busy && !(in0_ready && in0_valid);
endmodule
==> flow/run.sh <==
#!/bin/bash
# OpenROAD 26Q1-2900-gdf79404cd8, Yosys 0.63+post, stock flow scripts
make -C /OpenROAD-flow-scripts/flow DESIGN_CONFIG=/design/flow/config.mk WORK_HOME=/design/flow/orfs finish
==> flow/config.mk <==
export PLATFORM = sky130hd
export DESIGN_NAME = dual_port_stack
export DESIGN_NICKNAME = dual_port_stack
export VERILOG_FILES = /design/flow/design.v
export SDC_FILE = /design/flow/constraint.sdc
export NUM_CORES = 4
export LEC_CHECK = 1
export CORE_UTILIZATION = 40
==> flow/constraint.sdc <==
current_design dual_port_stack

set clk_period 99.3
set clk_io_pct 0.2

create_clock -name clk0 -period $clk_period [get_ports {clk}]

set non_clock_inputs [all_inputs -no_clocks]
set_input_delay [expr $clk_period * $clk_io_pct] -clock clk0 $non_clock_inputs
set_output_delay [expr $clk_period * $clk_io_pct] -clock clk0 [all_outputs]
==> results.yml <==
# yosys + openroad results
run_status:
  status: "aborted with a tool error"
  lastStage: "global routing (5_1_grt)"
  error_line: "[ERROR GRT-0116] Global routing finished with congestion. Check the congestion regions in the DRC Viewer."
placed_design:
  dp_slack_ns: 57.14
  port_buffers: 47
  gp_congestion: 1.43
  postPlaceCellArea_sq_um: 113000
  dp_hpwl_microns: 664000
cts:
  cts_made_buffers: 232
  hold_buffers: 0
  cts_max_path_buffers: 3
  cts-resized-gates: 0
  h-tree-depth: 4
  clkSinkCount: 2077
  cts_root_buf: "clkbuf_16"
  post_cts_buffers: 0
grt:
  grt_pass1_vias: 132000
  grt_pass1_wl_microns: 1400000
  grt_max_degree: 114
  grt.overflow.total: 1562
  grtUsageTotal_pct: 87.4
yosys:
  synth_area_sq_um: 102000
  async_flop_share_pct: 0.433
  synth-edff-count: 2068
  ys_cells: 9858
  top_area_cell: "edfxtp_1"
  syn_inst: 9858
  ys_ff: 2077
  ys_types: 90
  synth.avg_cell_area_sq_um: 10.3
  synth_chip_area_sq_um: 102000
  yosys.area.top_type_share_pct: 61.1
  area_leaders: "edfxtp_1 (61%), a21oi_1 (11%), nor2_1 (9.5%), a22oi_1 (3.2%), clkbuf_1 (2.3%)"
  ff_type: "edfxtp_1"
  yosysWarnings: 2
  ys_seq_share_pct: 61.3
floorplan:
  num_io_pins: 50
  die_h_microns: 506
  fp.dieW_microns: 506
  num_rows: 184
  fp_util_pct: 40.3
[layer usage]
metal | GRT overflow | GRT usage (%)
met1 | 235 | 87.3
met2 | 639 | 92.6
met3 | 254 | 85.9
met4 | 388 | 82.0
met5 | 46 | 73.3
[Yosys cell counts, drive strengths merged, types with 15 or more instances]
cell,number
a2111oi,45
and2,16
a211oi,31
a221oi,53
edfxtp,2068
and3,90
a32o,36
o2111ai,15
o211ai,23
o21ai,116
or4,26
a22o,123
nor3,85
a31oi,48
nor4,56
nor2,2588
o22a,21
nand3,256
a222oi,39
clkbuf,610
a21oi,2181
nand4,96
a32oi,141
buf,126
mux2i,41
a22oi,436
nand2,205
and4,18
o22ai,60
[stage by stage]
stage	hold WS (ns)	power (mW)	util, %	cells
after CTS	0.457	3.00	47.7	14000
after detailed placement	0.442	2.13	44.7	13600
after global placement	0.437	2.14	44.7	13600
after floorplan	0.494	1.51	-	9859
[kinds of logic after synthesis]
| family | Yosys count | share of synthesized area, % |
|---|---|---|
| AND/OR/NAND/NOR | 3497 | 14.4 |
| buffers and inverters | 746 | 2.84 |
| adder cells (fa/ha/maj) | 6 | 0.0738 |
| other | 1 | 0.00369 |
| multiplexers | 56 | 0.581 |
| flip-flops | 2077 | 61.3 |
| XOR/XNOR | 6 | 0.0517 |
| AND-OR/OR-AND | 3469 | 20.7 |
No activity file was given, so power comes from the tool's default toggle rates.
